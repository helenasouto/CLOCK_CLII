<file path="config.mk">
export PLATFORM = sky130hd
export DESIGN_NAME = topo
export DESIGN_NICKNAME = topo
export VERILOG_FILES = /design/flow/design.v
export SDC_FILE = /design/flow/constraint.sdc
export NUM_CORES = 4
export LEC_CHECK = 1
export CORE_UTILIZATION = 50
</file>
<file path="constraint.sdc">
current_design topo

set clk_period 4.0
set clk_io_pct 0.2

create_clock -name clk0 -period $clk_period [get_ports {clock}]

set non_clock_inputs [all_inputs -no_clocks]
set_input_delay [expr $clk_period * $clk_io_pct] -clock clk0 $non_clock_inputs
set_output_delay [expr $clk_period * $clk_io_pct] -clock clk0 [all_outputs]
</file>
<file path="design.v">
module bcd_7seg (
    input  logic [3:0] bcd_bcd_in,       
    output logic [6:0] bcd_display_out   
);
    always_comb begin
        case (bcd_bcd_in)
            4'd0: bcd_display_out <= 7'b1111110;  
            4'd1: bcd_display_out <= 7'b0110000;  
            4'd2: bcd_display_out <= 7'b1101101;  
            4'd3: bcd_display_out <= 7'b1111001;  
            4'd4: bcd_display_out <= 7'b0110011;  
            4'd5: bcd_display_out <= 7'b1011011;  
            4'd6: bcd_display_out <= 7'b1011111;  
            4'd7: bcd_display_out <= 7'b1110000;  
            4'd8: bcd_display_out <= 7'b1111111;  
            4'd9: bcd_display_out <= 7'b1111011;  
            default: bcd_display_out <= 7'b0000000;  
        endcase
    end
endmodule
module enable_1hz (
    input  logic enable_clock,    
    input  logic enable_reset,    
    output logic enable_pulseout  
);
    logic [25:0] contador;  
    always_ff @(posedge enable_clock or negedge enable_reset) begin
        if (!enable_reset)  
            contador <= 26'd0;
        else if (contador == 26'd49_999_999)  
            contador <= 26'd0;
        else
            contador <= contador + 26'd1;  
    end
    always_comb begin
        enable_pulseout = (contador == 26'd49_999_999);  
    end
endmodule
module maq_h (
    input  logic maqh_clock,       
    input  logic maqh_reset,       
    input  logic maqh_enable,      
    input  logic maqh_incremento_min,  
	 input  logic maqh_incremento_sec,
    output logic [3:0] maqh_lsd,   
    output logic [1:0] maqh_msd    
);
    always_ff @(posedge maqh_clock or posedge maqh_reset) begin
        if (maqh_reset) begin
            maqh_lsd <= 4'd0;
            maqh_msd <= 2'd0;
        end else if (maqh_enable && maqh_incremento_min && maqh_incremento_sec) begin
            if (maqh_lsd == 4'd9) begin
                maqh_lsd <= 4'd0;
                maqh_msd <= maqh_msd + 2'd1;
            end else if (maqh_msd == 2'd2 && maqh_lsd == 4'd3) begin
                maqh_lsd <= 4'd0;
                maqh_msd <= 2'd0;  
            end else begin
                maqh_lsd <= maqh_lsd + 4'd1;
            end
        end
    end
endmodule
module maq_m (
 input  logic maqm_clock,           
 input  logic maqm_reset,           
 input  logic maqm_enable,          
 input  logic maqm_incremento,      
 output logic [3:0] maqm_lsd,       
 output logic [2:0] maqm_msd,       
 output logic maqm_incrementa_hora   
);
 always_ff @(posedge maqm_clock or posedge maqm_reset) begin
	  if (maqm_reset) begin
			maqm_lsd <= 4'd0;
			maqm_msd <= 3'd0;
			maqm_incrementa_hora <= 1'b0;
	  end else if (maqm_enable && maqm_incremento) begin
			if (maqm_lsd == 4'd9) begin
				 maqm_lsd <= 4'd0;
				 if (maqm_msd == 3'd5) begin
					  maqm_msd <= 3'd0;
					  maqm_incrementa_hora <= 1'b1;  
				 end else begin
					  maqm_msd <= maqm_msd + 3'd1;
				 end
			end else begin
				 maqm_lsd <= maqm_lsd + 4'd1;
				 maqm_incrementa_hora <= 1'b0;
			end
	  end
 end
endmodule
module maq_s (
    input  logic maqs_clock,           
    input  logic maqs_reset,           
    input  logic maqs_enable,          
    output logic [3:0] maqs_lsd,       
    output logic [2:0] maqs_msd,       
    output logic maqs_incrementa_min  
);
    always_ff @(posedge maqs_clock or posedge maqs_reset) begin
        if (maqs_reset) begin
            maqs_lsd <= 4'd0;
            maqs_msd <= 3'd0;
            maqs_incrementa_min <= 1'b0;
        end else if (maqs_enable) begin
            if (maqs_lsd == 4'd9) begin
                maqs_lsd <= 4'd0;
                if (maqs_msd == 3'd5) begin
                    maqs_msd <= 3'd0;
                    maqs_incrementa_min <= 1'b1;  
                end else begin
                    maqs_msd <= maqs_msd + 3'd1;
                end
            end else begin
                maqs_lsd <= maqs_lsd + 4'd1;
                maqs_incrementa_min <= 1'b0;
            end
        end
    end
endmodule
module topo (
    input  logic clock,           
    input  logic reset,           
    output logic [6:0] s_lsd,     
    output logic [6:0] s_msd,     
    output logic [6:0] m_lsd,     
    output logic [6:0] m_msd,     
    output logic [6:0] h_lsd,     
    output logic [6:0] h_msd,      
);
    logic enable1hz;              
    logic incrementa_minuto;      
    logic incrementa_hora;        
    logic [3:0] bcd_s_lsd;        
    logic [2:0] bcd_s_msd;        
    logic [3:0] bcd_m_lsd;        
    logic [2:0] bcd_m_msd;        
    logic [3:0] bcd_h_lsd;        
    logic [1:0] bcd_h_msd;        
    enable_1hz meuhabilitador (
        .enable_clock(clock),
        .enable_reset(reset),
        .enable_pulseout(enable1hz)
    );
    maq_s maqs_display_s (
        .maqs_clock(clock),
        .maqs_reset(reset),
        .maqs_enable(enable1hz),
        .maqs_lsd(bcd_s_lsd),
        .maqs_msd(bcd_s_msd),
        .maqs_incrementa_min(incrementa_minuto)
    );
    bcd_7seg display_s_lsd (
        .bcd_bcd_in(bcd_s_lsd),
        .bcd_display_out(s_lsd)
    );
    bcd_7seg display_s_msd (
        .bcd_bcd_in({1'b0, bcd_s_msd}),
        .bcd_display_out(s_msd)
    );
    maq_m maqm_display_m (
        .maqm_clock(clock),
        .maqm_reset(reset),
        .maqm_enable(enable1hz),
        .maqm_incremento(incrementa_minuto),
        .maqm_lsd(bcd_m_lsd),
        .maqm_msd(bcd_m_msd),
        .maqm_incrementa_hora(incrementa_hora)
    );
    bcd_7seg display_m_lsd (
        .bcd_bcd_in(bcd_m_lsd),
        .bcd_display_out(m_lsd)
    );
    bcd_7seg display_m_msd (
        .bcd_bcd_in({1'b0, bcd_m_msd}),
        .bcd_display_out(m_msd)
    );
    maq_h maqh_display_h (
        .maqh_clock(clock),
        .maqh_reset(reset),
        .maqh_enable(enable1hz),
		  .maqh_incremento_min (incrementa_hora),
		  .maqh_incremento_sec (incrementa_minuto),
        .maqh_lsd(bcd_h_lsd),
        .maqh_msd(bcd_h_msd)
    );
    bcd_7seg display_h_lsd (
        .bcd_bcd_in(bcd_h_lsd),
        .bcd_display_out(h_lsd)
    );
    bcd_7seg display_h_msd (
        .bcd_bcd_in({2'b00, bcd_h_msd}),
        .bcd_display_out(h_msd)
    );
endmodule
</file>
<file path="run.sh">
#!/bin/bash
# OpenROAD 26Q1-2900-gdf79404cd8, Yosys 0.63+post, stock flow scripts
make -C /OpenROAD-flow-scripts/flow DESIGN_CONFIG=/design/flow/config.mk WORK_HOME=/design/flow/orfs finish
</file>
==> impl_metrics.toml <==
# physical design summary
[finish]
mi_logic_area_sq_mm = 0.002078
drive_gt1_share_pct = 6.205
mostFrequentLayoutCell = "dfrtp_1"
regArea_sq_mm = 0.001201
finalCoreUtilization_pct = 59.74
syn2layout_area_growth_pct = 14.83
design_area_sq_mm = 0.004059
nFillCells = 590
mostFrequentLayoutCells = "dfrtp_1 (48), ha_1 (42), clkdlybuf4s50_1 (42)"

[yosys]
yosys_area_sq_mm = 0.003535
fa_ha_area_share_pct = 14.87
ys.flops = 48
synth_cell_type_count = 53
syn-cell-area_sq_mm = 0.003535
logic_family = "simple AND/OR/NAND/NOR gates"
avgSynthCellArea_sq_um = 9.063
aoi_share_pct = 14.23
muxShareOfSynthArea_pct = 4.177
xor_area_share_pct = 3.965
synth_cells = 390
yosys_warnings = 5
ys_seq_share_pct = 33.98
synth-main-ff-cell = "dfrtp_1"
simple_gate_share_pct = 21.45
synth-edff-count = 0
async_flop_share_pct = 100.0
ys_cells = 390

[setup_path]
critical_path_class = "flip-flop to output pin"
crit-reg2reg-launch = "meuhabilitador.contador[12]"
cp-startpoint = "maqh_display_h.maqh_lsd[1]"
worstPathArrival_ns = 2.02
cp-start-kind = "flip-flop"
required_ns = 3.20
crit_fanout = 9
crit_path_end_kind = "output pin"

[clock_tree]
cts_tree = "built"
clock-sinks = 48
clock_path_buffers = 2
h-tree-depth = 2
clock_latency_ns = 0.30
clk_pin_slew_ns = 0.08
cts_root_buf = "clkbuf_8"
cts_setup_buffers = 0
cts_made_buffers = 5
cts_resized = 0
cts_hold_buf = 0

[final_timing]
clock_skew_ns = 0.008665
maxSlewHeadroom_pct = 58.29
min_period_ns = 2.822
worst_slew_pin_slew_ns = 0.6241
finalWorstSetupSlack_ns = 1.178
hold-worst-slack_ns = 0.4834
drv_slew = 0
rsz0062_at_grt = "no"
finalHoldViolations = 0
period_used_pct = 70.55
setup_tns_ns = 0
setup_viol = 0
fmax_mhz = 354.3

[floorplan]
rows = 30
die-area_sq_mm = 0.007410
die_h_microns = 86.08
boundaryPins = 44
fp.dieW_microns = 86.08
fp_util_pct = 52.03
core_area_sq_mm = 0.006794

[drt]
num_vias = 2789
firstDrtPassIters = 4
wire_per_inst_microns = 13.22
ant_nets = 0
drt-total-wl_mm = 6.810
vias_per_cell = 5.416
first_iter_violations = 175
diodes = 0
drc_errors = 0

[global_route]
grt_overflow = 0
grt_pass1_vias = 2498
grt_pass1_wl_mm = 11.56
grt_max_degree = 23
track_usage_pct = 19.73
antenna_found_initial = 0

[placement]
placed_cell_area_sq_mm = 0.003963
hpwl_mm = 4.816
preCtsSetupSlack_ns = 1.503
place.gp.congestion = 0.7959
port_buffers = 42

[outcome]
status = "finished clean"

[run]
drv_cap = 0
tool_warnings = 61

[min_path]
hp-start = "meuhabilitador.contador[15]"
hold_path.class = "flip-flop to flip-flop"

[power]
p_per_area_mw_per_mm2 = 200.2
ir_drop_mv = 0.1702
power.leakage_nw = 1.772
per-layer routing:
metal | vias up | GRT usage, % | routed length [microns]
met2 | 44 | 30.74 | 3054
met3 | 4 | 2.832 | 196
li1 | 1422 | - | -
met1 | 1319 | 31.83 | 3510
met4 | 0 | 1.515 | 48
met5 | - | 0 | 0
metrics by stage:
step / instances / total power [mW]
2_1_floorplan: 390 / 0.4985
3_3_place_gp: 508 / 0.5074
3_5_place_dp: 508 / 0.5075
4_1_cts: 515 / 0.8237
5_1_grt: 515 / 0.8435
6_report: 515 / 0.8125
synthesized netlist by cell type (5+ instances only):
master	n	area, sq um
a21oi_1	24	120.1
and4_1	8	70.07
buf_4	5	37.54
clkbuf_1	11	41.29
dfrtp_1	48	1201
ha_1	42	525.5
inv_1	34	127.6
mux2i_1	8	80.08
nand2_1	28	105.1
nand2b_1	7	43.79
nand3_1	16	80.08
nand4_1	11	68.82
nor2_1	19	71.32
nor3_1	7	35.03
o21ai_0	30	150.1
o31ai_1	8	60.06
or3_1	6	37.54
xnor2_1	9	78.83
xor2_1	7	61.31
state kept, by name (all words and copies together) (netlist names):
signal and cells:
maqm_display_m.maqm_lsd 4, maqm_display_m.maqm_msd 3, maqm_display_m.maqm_incrementa_hora 1, maqs_display_s.maqs_incrementa_min 1
maqh_display_h.maqh_lsd 4, maqs_display_s.maqs_msd 3, maqh_display_h.maqh_msd 2, maqs_display_s.maqs_lsd 4
meuhabilitador.contador 26
path summary, 6_finish.rpt:
path / endpoint / slack (ns) / cells after the start
worst max-delay path: h_lsd[6] / 1.18 / 6
worst min-delay path: meuhabilitador.contador[15] / 0.48 / 1
worst min register to register: meuhabilitador.contador[15] / 0.48 / 1
min in group asynchronous: meuhabilitador.contador[12] / 0.86 / 1
worst max register to register: maqs_display_s.maqs_msd[0] / 1.60 / 4
max in group asynchronous: maqh_display_h.maqh_lsd[0] / 2.49 / 3
cell families (layout without fill, tap and decap cells):
family,Yosys count,after routing
AND-OR/OR-AND,83,83
XOR/XNOR,16,16
adder cells (fa/ha/maj),42,42
buffers and inverters,56,85
flip-flops,48,48
multiplexers,14,14
other,1,1
AND/OR/NAND/NOR,130,130
power breakdown:
part,switching [mW],leakage (nW),internal [mW],total (mW)
combinational,0.00998,1.06,0.00221,0.0122
sequential,0,0.661,0.485,0.485
clock,0.161,0.0503,0.154,0.316
critical path, stage by stage, from the launching register on:
cell and delay [ns]:
dfrtp_1 0.51, inv_1 0.13, ha_1 0.22, nor2_1 0.19, a21oi_1 0.06, o21ai_0 0.14
clkdlybuf4s50_1 0.47
area by class of cell:
type,instances,area share (%)
Inverter,34,3.144
Sequential cell,48,29.59
Tap cell,96,2.959
Multi-Input combinational cell,286,51.20
Clock buffer,7,2.374
Timing Repair Buffer,44,10.73
No activity file was given, so power comes from the tool's default toggle rates.
